**flow/run.sh**
```bash
#!/bin/bash
# OpenROAD 26Q1-2900-gdf79404cd8, Yosys 0.63+post, stock flow scripts
make -C /OpenROAD-flow-scripts/flow DESIGN_CONFIG=/design/flow/config.mk WORK_HOME=/design/flow/orfs finish
```
**flow/config.mk**
```make
export PLATFORM = sky130hd
export DESIGN_NAME = Settings
export DESIGN_NICKNAME = Settings
export VERILOG_FILES = /design/flow/design.v
export SDC_FILE = /design/flow/constraint.sdc
export NUM_CORES = 4
export LEC_CHECK = 1
export CORE_UTILIZATION = 50
```
**flow/constraint.sdc**
```tcl
current_design Settings

set clk_period 6.0
set clk_io_pct 0.2

create_clock -name clk0 -period $clk_period

set non_clock_inputs [all_inputs -no_clocks]
set_input_delay [expr $clk_period * $clk_io_pct] -clock clk0 $non_clock_inputs
set_output_delay [expr $clk_period * $clk_io_pct] -clock clk0 [all_outputs]
```
**flow/design.v**
```verilog
module Settings(
  input [6:0] x,
  input [5:0] y,
  output reg [15:0] oled_data
);
localparam GREEN = 16'h07E0;
localparam ORANGE = 16'hFFE0;  
localparam RED = 16'hF800;
localparam BLACK = 16'h0000;
localparam PURPLE = 16'hF81F;
localparam YELLOW = 16'hFC00;    
localparam BLUE = 16'h001F;
localparam WHITE = 16'hFFFF;
localparam CYAN = 16'hF81F;
localparam MAGENTA = 16'hF81F;
localparam BROWN = 16'h8204;
localparam SKYBLUE = 16'h5FFF;    
    wire ASK = ((x == 25) && (y >= 9 && y <= 11)) || ((x == 26) && (y >= 8 && y <= 12)) || ((x >= 27 && x <= 28) && (y == 8)) || ((x >= 27 && x <= 28) && (y == 12)) ||
               ((x >= 30 && x <= 31) && (y >= 8 && y <= 12)) || ((x == 32) && (y == 10)) || ((x == 33) && (y >= 8 && y <= 12)) ||
               ((x >= 35 && x <= 36) && (y >= 8 && y <= 12)) || ((x == 37) && (y == 8)) || ((x == 37) && (y == 12)) || ((x == 38) && (y >= 8 && y <= 12)) ||
               ((x >= 40 && x <= 41) && (y >= 8 && y <= 12)) || ((x == 42) && (y == 8)) || ((x == 42) && (y == 12)) || ((x == 43) && (y >= 8 && y <= 12)) ||
               ((x >= 45 && x <= 46) && (y >= 8 && y <= 10)) || ((x >= 47 && x <= 48) && (y >= 10 && y <= 12)) || ((x >= 47 && x <= 48) && (y == 8)) || ((x >= 45 && x <= 46) && (y == 12)) ||
               ((x >= 50 && x <= 51) && (y >= 8 && y <= 12)) || ((x >= 52 && x<= 53) && (y == 8)) || ((x >= 52 && x <= 53) && (y == 12)) || ((x == 52) && (y == 10)) ||
               ((x >= 57 && x <= 58) && (y >= 8 && y <= 12)) || ((x == 59) && (y == 8)) || ((x == 59) && (y == 12)) || ((x == 60) && (y >= 8 && y <= 12)) ||
               ((x >= 62 && x <= 63) && (y >= 8 && y <= 12)) || ((x == 64) && (y == 8)) || ((x == 65) && (y >= 8 && y <= 12)) || 
               ((x >= 67 && x <= 68) && (y >= 8 && y <= 12)) || ((x >= 69 && x <= 70) && (y == 8)) || ((x >= 69 && x <= 70) && (y == 12)) || ((x == 69) && (y == 10)) ||
               ((x >= 32 && x <= 33) && (y >= 14 && y <= 16)) || ((x >= 34 && x <= 35) && (y >= 16 && y <= 18)) || ((x >= 34 && x <= 35) && (y == 14)) || ((x >= 32 && x <= 33) && (y == 18)) ||
               ((x >= 37 && x <= 38) && (y >= 14 && y <= 18)) || ((x >= 39 && x <= 40) && (y == 14)) || ((x >= 39 && x <= 40) && (y == 18)) || ((x == 39) && (y == 16)) ||
               ((x >= 42 && x <= 45) && (y == 14)) || ((x >= 43 && x <= 44) && (y >= 14 && y <=18)) ||
               ((x >= 47 && x <= 50) && (y == 14)) || ((x >= 48 && x <= 49) && (y >= 14 && y <= 18)) || 
               ((x >= 52 && x <= 55) && (y == 14)) || ((x >= 52 && x <= 55) && (y == 18)) || ((x >= 53 && x <= 54) && (y >= 14 && y <= 18)) ||
               ((x >= 57 && x <= 58) && (y >= 14 && y <= 18)) || ((x == 59 && y == 14)) || ((x == 60) && (y >= 14 && y <= 18)) || 
               ((x >= 62 && x <= 63) && (y >= 14 && y <= 18)) || ((x >= 64 && x <= 65) && (y == 14)) || ((x == 64) && (y == 18)) || ((x == 65) && (y >= 16 && y <= 18)) || 
               ((x >= 45 && x <= 48) && (y == 20)) || ((x >= 46 && x <= 47) && (y >= 20 && y <= 24)) ||
               ((x >= 50 && x <= 51) && (y >= 20 && y <= 24)) || ((x == 52) && (y == 20)) || ((x == 52) && (y == 24)) || ((x == 53) && (y >= 20 && y <= 24)) ||
               ((x >= 24 && x <= 25) && (y >= 26 && y <= 30)) || ((x >= 26 && x <= 27) && (y == 26)) || ((x == 26) && (y == 30)) || ((x == 27) && (y >= 28 && y <= 30)) ||
               ((x >= 29 && x <= 30) && (y >= 26 && y <= 30)) || ((x == 31) && (y == 26)) || ((x == 31) && (y == 28)) || ((x == 32) && (y >= 26 && y <= 27)) || ((x == 32) && (y >= 29 && y <= 30)) ||
               ((x >= 34 && x <= 35) && (y >= 26 && y <= 30)) || (( x == 36) && (y == 26)) || ((x == 36) && (y == 28)) || ((x == 37) && (y >= 26 && y <= 30)) ||
               ((x >= 39 && x <= 40) && (y >= 26 && y <= 30)) || ((x == 41) && (y == 26)) || ((x == 41) && (y == 28)) || ((x == 41) && (y == 30)) || ((x == 42) && (y == 27)) || ((x == 42) && (y == 29)) ||
               ((x == 46) && (y >= 27 && y <= 29)) || ((x == 47) && (y >= 26 && y <= 30)) || ((x >= 48 && x <= 49) && (y == 26)) || ((x >= 48 && x <= 49) && (y == 30)) ||
               ((x >= 51 && x <= 52) && (y >= 26 && y <= 30)) || ((x == 53) && (y == 28)) || ((x == 54) && (y >= 26 && y <= 30)) ||
               ((x >= 56 && x <= 57) && (y >= 26 && y <= 30)) || ((x == 58) && (y == 27)) || ((x == 58) && (y == 29)) || ((x == 59) && (y >= 26 && y <= 30)) ||
               ((x >= 61 && x <= 64) && (y == 26)) || ((x >= 61 && x <= 64) && (y == 30)) || ((x >= 62 && x <= 63) && (y >= 26 && y <= 30)) ||
               ((x >= 66 && x <= 67) && (y >= 26 && y <= 30)) || ((x == 68) && (y == 26)) || ((x == 68) && (y == 28)) || ((x == 69) && (y >= 26 && y <= 27)) || ((x == 69) && (y >= 29 && y <= 30));
wire one1 = ((x == 22) && (y == 36)) || ((x >= 23 && x <= 24) && (y >= 35 && y <= 38)) || ((x >= 22 && x <= 25) && (y == 39)) || 
            ((x == 30) && (y == 35)) || ((x == 30) && (y == 39)) ||
            ((x >= 35 && x <= 36) && (y >= 35 && y <= 39)) || ((x == 37) && (y == 35)) || ((x == 37) && (y == 37)) || ((x == 38) && (y >= 35 && y <= 37)) || 
            ((x >= 40 && x <= 41) && (y >= 35 && y <= 39)) || ((x == 42) && (y == 35)) || ((x == 42) && (y == 37)) || ((x == 43) && (y >= 35 && y <= 36)) || ((x == 43) && (y >= 38 && y <= 39)) ||
            ((x >= 45 && x <= 46) && (y >= 35 && y <= 39))|| ((x >= 47 && x <= 48) && (y == 35)) || ((x == 47) && (y == 37)) || ((x >= 47 && x <= 48) && (y == 39)) ||
            ((x >= 50 && x <= 51) && (y >= 35 && y <= 37)) || ((x >= 52 && x <= 53) && (y >= 37 && y <= 39)) || ((x >= 52 && x <= 53) && (y == 35)) || ((x >= 50 && x <= 51) && (y == 39)) ||
            ((x >= 55 && x <= 56) && (y >= 35 && y <= 37)) || ((x >= 57 && x <= 58) && (y >= 37 && y <= 39)) || ((x >= 57 && x <= 58) && (y == 35)) || ((x >= 55 && x <= 56) && (y == 39)) ||
            ((x >= 61 && x <= 62) && (y >= 35 && y <= 38)) || ((x >= 61 && x <= 64) && (y == 39)) || 
            ((x >= 66 && x <= 67) && (y >= 35 && y <= 39))|| ((x >= 68 && x <= 69) && (y == 35)) || ((x == 68) && (y == 37)) || ((x >= 68 && x <= 69) && (y == 39)) ||
            ((x >= 71 && x <= 72) && (y >= 35 && y <= 39))|| ((x >= 73 && x <= 74) && (y == 35)) || ((x == 73) && (y == 37)) ||
            ((x >= 76 && x <= 79) && (y == 35)) || ((x >= 77 && x <= 78) && (y >= 35 && y <= 39));  
wire two2 = ((x >= 22 && x <= 24) && (y >= 44 && y <= 45)) || ((x >= 24 && x <= 25) && (y >= 45 && y <= 46)) || ((x >= 22 && x <= 24) && (y >= 47 && y <= 48)) || ((x >= 24 && x <= 25) && (y == 48)) ||
            ((x == 30) && (y == 44)) || ((x == 30) && (y == 48)) ||
            ((x >= 35 && x <= 36) && (y >= 44 && y <= 48)) || ((x == 37) && (y == 44)) || ((x == 37) && (y == 46)) || ((x == 38) && (y >= 44 && y <= 46)) || 
            ((x >= 40 && x <= 41) && (y >= 44 && y <= 48)) || ((x == 42) && (y == 44)) || ((x == 42) && (y == 46)) || ((x == 43) && (y >= 44 && y <= 45)) || ((x == 43) && (y >= 47 && y <= 48)) ||
            ((x >= 45 && x <= 46) && (y >= 44 && y <= 48))|| ((x >= 47 && x <= 48) && (y == 44)) || ((x == 47) && (y == 46)) || ((x >= 47 && x <= 48) && (y == 48)) ||
            ((x >= 50 && x <= 51) && (y >= 44 && y <= 46)) || ((x >= 52 && x <= 53) && (y >= 46 && y <= 48)) || ((x >= 52 && x <= 53) && (y == 44)) || ((x >= 50 && x <= 51) && (y == 48)) ||
            ((x >= 55 && x <= 56) && (y >= 44 && y <= 46)) || ((x >= 57 && x <= 58) && (y >= 46 && y <= 48)) || ((x >= 57 && x <= 58) && (y == 44)) || ((x >= 55 && x <= 56) && (y == 48)) ||
            ((x >= 61 && x <= 62) && (y >= 44 && y <= 48)) || ((x == 63) && (y == 44)) || ((x == 63) && (y == 46)) || ((x == 64) && (y >= 44 && y <= 45)) || ((x == 64) && (y >= 47 && y <= 48)) ||
            ((x >= 66 && x <= 69) && (y == 44)) || ((x >= 67 && x <= 68) && (y >= 45 && y <= 47)) || ((x >= 66 && x <= 69) && (y == 48)) ||
            ((x >= 71 && x <= 72) && (y >= 44 && y <= 48)) || ((x >= 73 && x <= 74) && (y == 44)) || ((x == 73) && (y == 48)) || ((x == 74) && (y >= 46 && y <= 48)) ||
            ((x >= 76 && x <= 77) && (y >= 44 && y <= 48)) || ((x == 78) && (y == 46)) || ((x == 79) && (y >= 44 && y <= 48)) || ((x >= 81 && x <= 84) && (y == 44)) || ((x >= 82 && x <= 83) && (y >= 44 && y <= 48));    
    always @ (*) begin
    oled_data = WHITE;
        if (ASK || one1 || two2) begin
            oled_data = BLACK;
        end
    end  
endmodule
```
==> ds_physical_params.txt <==
Physical design parameters

Parameter                              Value

Worst setup path
  Critical path endpoint .................. oled_data[12]
  Worst path cell trace .................. clkdlybuf4s50_1 -> buf_4 -> nor2b_1 -> a2bb2oi_1 -> o21ai_0 -> a32oi_1 -> nand4_1 -> nor2_1 -> and4_1 -> buf_4 -> clkdlybuf4s50_1
  Cell family with the largest share of critical-path delay .................. buffers and inverters
  Worst path slowest cell .................. nor2b_1
  Endpoint required time on the critical path .................. 4800 ps
  Critical Path Fanout Max .................. 32
  Critical path startpoint .................. x[2]
  Maximum single-stage delay on the critical path .................. 820 ps
  Number of cells on the critical path .................. 11
  Type of element launching the critical path .................. input port
  Critical path start-end classification .................. input port to output pin
  Buffers plus inverters on the worst setup path .................. 4
  Arr. time, crit path .................. 4640 ps
  Nature of the critical path endpoint .................. output pin

Placement
  Hpwl dp .................. between 7 and 8 mm
  Count of buffers inserted at the top-level ports .................. 29
  Routability congestion estimate .................. around 1.3
  Worst slack, placed .................. 413 ps
  Placement Cell Area .................. 2740 um^2

Synth
  Seq share, synth .................. 0
  Syn. warnings .................. 1
  Post-synth area from yosys stat .................. 2540 um^2
  Post-synthesis area per instance .................. around 6.6 um^2
  Post-synthesis cell count from yosys .................. roughly 380
  Syn Std Cell Area .................. ~2500 um^2
  Distinct lib cells .................. 75
  Syn Inst Count .................. between 300 and 400

Clocking
  CTS resizes .................. 0
  Buffers inserted by post-CTS timing repair .................. 0
  Count of hold buffers inserted by post-cts repair .................. 0

STA
  Setup repair after global routing missed its margin .................. no
  Post-route clock period utilization .................. 0.973
  Setup slack after layout .................. approximately 160 ps
  Final critical delay including setup and external delays .................. 5840 ps
  Final-report max-slew violation count .................. 0
  Final-report setup violation count .................. 0
  Pin slew with the least headroom to its limit .................. 1020 ps
  Worst slew margin relative to its limit .................. 0.320
  Sum Neg Setup Slack .................. 0 ps
  Fmax .................. around 170 MHz
  Fin. Hold Viols .................. 0

Final layout
  Count of clock buffers in the final design .................. 0
  End-of-flow core utilization .................. 0.568
  Share of cells above drive strength 1 .................. 0.130
  Most frequent cells in the layout .................. clkdlybuf4s50_1, nand2_1, buf_4
  Area added between synthesis and finish .................. 7.94%
  Number of filler instances in the final layout .................. just under 500
  Cell area after layout .................. 2740 um^2
  Most frequently placed logic cell in the final layout .................. clkdlybuf4s50_1
  Area used by sequential logic in the layout .................. 0 um^2
  Seq_cells .................. 0

Global routing
  Vias in the first global route .................. roughly 3,200
  Sum of overflow across all layers after global routing .................. 0
  Wire length of the first global-routing pass .................. between 15 and 20 mm
  Global-route usage over all layers .................. 0.427
  Maximum number of pins on one net before global-route repair .................. 36
  Antenna violations before repair .................. 0

Power and ir drop
  Sum of internal, switching and leakage power .................. 0.176 mW
  Pwr/cell area .................. between 60 and 70 nW/um^2
  Peak ir drop on the vdd network .................. ~0.052 mV
  Total leakage power .................. just over 0.8 nW

Routing
  Detailed-routing iteration count for the pre-antenna-repair pass .................. 7
  WL per Instance .................. around 24 um
  Initial DRC count .................. roughly 840
  Post-DRT Antenna Nets .................. 0
  DRC errors left .................. 0
  Via count normalized by instance count .................. 7.79
  Via count .................. ~3,500
  Sum of routed wire length over all layers .................. 10.9 mm
  Inserted Diodes .................. 0

Die
  Core Footprint .................. 4820 um^2
  Horizontal die dimension .................. between 70 and 80 um
  I/O pin cnt .................. 29
  Die y size .................. between 70 and 80 um
  Floorplan-stage core utilization .................. 0.526
  Num rows .................. 25
  Die Outline Area .................. around 5400 um^2

Outcome
  Run status .................. finished clean

Job
  Stage-log warning count .................. 33
  Max-Cap Viols .................. 0

Worst hold path
  Kind of path behind the tightest hold check .................. input port to output pin
## where the power goes
group | switching, mW | total (mW) | internal (mW)
combinational | 0.107 | 0.176 | 0.0686
clock | 0 | 0 | 0
sequential | 0 | 0 | 0
total | 0.107 | 0.176 | 0.0686
## logic make-up (layout without fill, tap and decap cells)
kind of cell | count (synthesis) | in the layout | share of synthesized area
compound gates | 125 | 125 | 0.349
simple gates | 184 | 184 | 0.445
buf+inv | 63 | 65 | 0.163
xor+xnor | 8 | 8 | 0.0276
mux | 4 | 4 | 0.0158
## metal layers
metal / vias to the layer above / part of all wire / global-route usage
li1: 1481 / - / -
met1: 1520 / 0.35 / 0.572
met2: 405 / 0.38 / 0.584
met3: 125 / 0.18 / 0.165
met4: 0 / 0.094 / 0.233
met5: - / 0 / 0
## worst min-delay path by stage
stage,depth (start not counted),startpoint,to,slack [ps]
4_1_cts,8,y[5],oled_data[2],4060
5_1_grt,8,y[5],oled_data[11],4210
6_report,8,y[5],oled_data[2],4090
## through the flow
stage / hold WS [ps] / cells
after floorplan: 3000 / 384
after global placement: 4070 / 453
after detailed placement: 4060 / 453
after CTS: 4060 / 453
after global routing: 4210 / 453
final: 4090 / 453
## layout make-up
type | instances | area [um^2] | share of cell area
multi-input combinational | 321 | 2120 | 0.776
timing repair buffer | 57 | 500 | 0.183
tap | 67 | 83.8 | 0.0306
inverter | 8 | 30.0 | 0.0110
## synthesized netlist by cell type (all sizes together) (6+ instances only)
library cell	n	area, um^2
nor2	25	101
clkbuf	6	22.5
nand2b	11	68.8
nor3	10	50.1
or3	6	37.5
o22ai	8	50.1
buf	49	360
xnor2	6	52.6
nor2b	15	93.8
nand3	21	110
a31oi	9	56.3
nand2	28	105
nand4	10	62.6
nor4	14	87.6
a2111oi	6	72.6
a21oi	23	115
o21ai	25	125
inv	8	30.0
Power and IR drop assume default switching activity.
