**flow/config.mk**
```make
export PLATFORM = sky130hd
export DESIGN_NAME = Game_Replay
export DESIGN_NICKNAME = Game_Replay
export VERILOG_FILES = /design/flow/design.v
export SDC_FILE = /design/flow/constraint.sdc
export NUM_CORES = 4
export LEC_CHECK = 1
export CORE_AREA = 10 10 82 82
export DIE_AREA = 0 0 92 92
```
**flow/constraint.sdc**
```tcl
current_design Game_Replay

set clk_period 2.9
set clk_io_pct 0.2

create_clock -name clk0 -period $clk_period

set non_clock_inputs [all_inputs -no_clocks]
set_input_delay [expr $clk_period * $clk_io_pct] -clock clk0 $non_clock_inputs
set_output_delay [expr $clk_period * $clk_io_pct] -clock clk0 [all_outputs]
```
**flow/design.v**
```verilog
module Game_Replay(
  input [6:0] x,
  input [5:0] y,
  output reg [15:0] oled_data
);
localparam GREEN = 16'h07E0;
localparam ORANGE = 16'hFFE0;  
localparam RED = 16'hF800;
localparam BLACK = 16'h0000;
localparam PURPLE = 16'hF81F;
localparam YELLOW = 16'hFC00;    
localparam BLUE = 16'h001F;
localparam WHITE = 16'hFFFF;
localparam CYAN = 16'hF81F;
localparam MAGENTA = 16'hF81F;
localparam BROWN = 16'h8204;
localparam SKYBLUE = 16'h5FFF;
localparam LIGHTGREEN = 16'hAFE5;
    wire REPLAY = ((x == 10) && (y >= 18 && y <= 22)) || ((x >= 10 && x <= 12) && (y == 18)) || ((x == 13) && (y == 19)) || ((x >= 10 && x <= 12) && (y == 20)) || ((x == 12) && (y == 21)) || ((x == 13) && (y == 22)) ||
                  ((x == 15) && (y >= 18 && y <= 22)) || ((x >= 15 && x <= 18) && (y == 18)) || ((x >= 15 && x <= 17) && (y == 20)) || ((x >= 15 && x <= 18) && (y == 22)) ||
                  ((x >= 20 && x <= 22) && (y == 18)) || ((x == 23) && (y == 19)) || ((x >= 20 && x <= 22) && (y == 20)) || ((x == 20) && (y >= 18 && y <= 22)) ||
                  ((x == 25) && (y >= 18 && y <= 22)) || ((x >= 25 && x <= 28) && (y == 22)) ||
                  ((x == 30) && (y >= 19 && y <= 22)) || ((x >= 31 && x <= 32) && (y == 18)) || ((x >= 30 && x <= 33) && (y == 20)) || ((x == 33) && (y >= 19 && y <= 22)) ||
                  ((x == 35) && (y >= 18 && y <= 19)) || ((x == 39) && (y >= 18 && y <= 19)) || ((x >= 36 && x <= 38) && (y == 20)) || ((x == 37) && (y >= 20 && y <= 22)) ||
                  ((x >= 41 && x <= 43) && (y == 18)) || ((x == 44) && (y >= 19 && y <= 20)) || ((x >= 42 && x <= 44) && (y ==20)) || ((x == 42) && (y == 22)); 
    wire LOADING_BAR_OB1 = ((x >= 10 && x <= 12) && (y >= 29 && y <= 46)) || ((x >= 87 && x <= 89) && (y >= 29 && y <= 46)) ||
                          ((x >= 13 && x <= 86) && (y >= 26 && y <= 28)) || ((x >= 13 && x <= 86) && (y >= 47 && y <= 49));
    wire LOADING_BAR1 = ((x >= 14 && x <= 30) && (y >= 30 && y <= 45)) ||
                       ((x >= 32 && x <= 49) && (y >= 30 && y <= 45)) ||
                       ((x >= 51 && x <= 67) && (y >= 30 && y <= 45)) ||
                       ((x >= 69 && x <= 85) && (y >= 30 && y <= 45));
    always @ (*) begin
    oled_data = WHITE;
        if (REPLAY || LOADING_BAR_OB1) begin
            oled_data = BLACK;
        end
    end 
endmodule
```
**flow/run.sh**
```bash
#!/bin/bash
# OpenROAD 26Q1-2900-gdf79404cd8, Yosys 0.63+post, stock flow scripts
make -C /OpenROAD-flow-scripts/flow DESIGN_CONFIG=/design/flow/config.mk WORK_HOME=/design/flow/orfs finish
```
==> impl_metrics.tcl <==
# yosys + openroad results
set metrics [dict create \
    arrival_ns 2.30 \
    layout_top_cells "buf_4 (44), buf_6 (15), nand2_1 (10), buf_2 (8)" \
    seq_cells 0 \
    wire_length_of_the_first_global_routing_pass_mm 5.55 \
    die_height_um 92 \
    postLayoutSetupSlackWorst_ns 0.0213 \
    max_freq_ghz 0.347 \
    final.hold.worst_slack_ns 1.92 \
    hpwlAfterDp_mm 2.17 \
    power.density_nw_per_um2 126 \
    worst_slew_pin_slew_ns 0.391 \
    internal-power_uw 112 \
    row_count 26 \
    ioPinCount 29 \
    routed_wirelength_mm 3.56 \
    first_global_vias 1194 \
    report.final.slew_viol_count 0 \
    worstSetupEndpointType "primary output" \
    cp.depth 11 \
    finalCoreUtilization_pct 32.1 \
    width_of_the_die_um 92 \
    drtPass1Iterations 4 \
    syn-mean-instance-area_um2 6.49 \
    cts_hold_repair.buffers 0 \
    path_max_fanout 7 \
    register_share_after_synthesis_pct 0 \
    layout-area-overhead-vs-synth_pct 91.5 \
    floorplan.core_util_pct 16.7 \
    antenna_found_initial 0 \
    number_of_nets_still_failing_antenna_checks_after_routing 0 \
    core_region_area_um2 5070 \
    preCtsSetupSlack_ns -0.626 \
    critical_path_class "input port to primary output" \
    timing.hold.worst.class "input port to primary output" \
    syn_area_um2 850 \
    yosys-stat-cells 131 \
    synth_cell_type_count 43 \
    switch_share_pct 45.3 \
    finalWeightedCongestion 0.919 \
    status "finished clean" \
    power.ir.vdd_worst_mv 0.0584 \
    post_synth_area_from_yosys_stat_um2 850 \
    dp.cells 238 \
    final_layout_top_logic_cell "buf_4" \
    grt_max_degree 12 \
    drc 0 \
    num_vias 1257 \
    post_drt_wl_per_cell_um 13.6 \
    clkbuf_count 0 \
    gr-total-overflow 0 \
    final.period_utilization_pct 99.3 \
    timing.critical_path.cells "buf_6 -> buf_4 -> nand3b_1 -> buf_4 -> o21a_1 -> o22ai_2 -> a32oi_1 -> o22ai_2 -> nor3_4 -> buf_6 -> dlygate4sd2_1" \
    timing.max_slew.rel_slack_pct 73.8 \
    yosysWarningCount 1 \
    critical_path.startpoint "x[4]" \
    timing.final.crit_period_ns 2.88 \
    place.port_buffers 29 \
    critical_path.endpoint "oled_data[5]" \
    setup_repair_after_global_routing_missed_its_margin "yes" \
    num_antenna_cells 0 \
    warnings 33 \
    tns_ns 0 \
    critical_path.slowest_cell "a32oi_1" \
    final_layout_size_suffix_gt1_share_pct 55.5 \
    final-hold-violation-count 0 \
    dieArea_um2 8460 \
    power.leakage_nw 0.657 \
    critical-path-top-delay-family "buffers and inverters" \
    post_layout_nonfiller_instances 261 \
    via_per_inst 4.82 \
    required_time_of_the_critical_path_ns 2.32 \
    switching_power_uw 92.7 \
    max_incr_delay_on_cp_ns 0.27 \
    seqCellArea_um2 0 \
    p_comb_share_pct 100.0 \
    synth_cells 131 \
    setup_viol_count_final 0 \
    number_of_fill_cells 529 \
    critical_path_buf_inv_count 5 \
    drt_iter0_drc 106 \
    startpoint_type "input port" \
    gr-usage-all-layers_pct 7.41 \
    maxCapViolCount 0 \
    clkPwrFrac_pct 0 \
    sequentialPowerShare_pct 0 \
]
==> worst min path at each step <==
| stage | depth (start not counted) | endpoint | from |
|---|---|---|---|
| 5_1_grt | 6 | oled_data[0] | y[3] |
| 4_1_cts | 7 | oled_data[15] | x[6] |
| 6_report | 6 | oled_data[0] | y[3] |
==> routing by layer <==
layer	vias to the layer above	global-route usage, %	wire, um
met5	-	0	0
met4	0	0.257	0
met3	0	1.32	247
met2	50	11.5	1540
met1	605	10.9	1770
li1	602	-	-
==> power by group through the flow <==
stage	Clock, mW	Combinational [mW]	Sequential [mW]
after CTS	0	0.189	0
after global routing	0	0.218	0
final	0	0.204	0
==> final cells by class <==
type                            count  area [um^2]  share of cell area, %
Tap cell                           70         87.6                   5.38
Timing Repair Buffer               87          702                   43.2
Multi-Input combinational cell    102          830                   51.0
Inverter                            2         7.51                  0.462
==> cells in the mapped netlist, types with 2 or more instances <==
master / number / area, um^2
or3_1: 3 / 18.8
mux2i_1: 2 / 20.0
buf_4: 16 / 120
nor4_1: 4 / 25.0
nor2_1: 9 / 33.8
a22oi_1: 3 / 22.5
nor4bb_1: 2 / 20.0
a31oi_1: 4 / 25.0
a21oi_1: 3 / 15.0
buf_2: 10 / 50.1
o31ai_1: 3 / 22.5
o22ai_1: 7 / 43.8
inv_1: 2 / 7.51
nand2b_1: 7 / 43.8
nand3b_1: 3 / 22.5
nand2_1: 10 / 37.5
nand3_1: 5 / 25.0
o21ai_0: 3 / 15.0
o211ai_1: 2 / 15.0
nor3_1: 6 / 30.0
nor2b_1: 5 / 31.3
==> what timing repair did <==
item | in CTS | in global routing
pin swaps | 17 | 13
setup endpoints to repair | 16 | 16
setup buffers | 16 | 4
resized | 100 | 36
gates cloned | 3 | 1
==> metrics by stage <==
stage               power [mW]  area (um^2)
finish                   0.204         1630
floorplan               0.0859          855
detailed placement       0.163         1330
global placement         0.163         1330
CTS                      0.189         1570
global route             0.218         1630
==> kinds of logic (layout without fill, tap and decap cells) <==
| logic type | Yosys count | count (layout) | synth area share, % |
|---|---|---|---|
| simple gates | 64 | 64 | 44.8 |
| xor+xnor | 1 | 1 | 1.03 |
| buf+inv | 29 | 89 | 22.2 |
| compound gates | 35 | 35 | 29.6 |
| mux | 2 | 2 | 2.36 |
Power and IR drop assume default switching activity.
